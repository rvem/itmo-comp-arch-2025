[flow/design.v]
module register_file(clk, we3, a1, a2, a3, wd3, rd1, rd2);
  input clk, we3;
  input [4:0] a1, a2, a3;
  input [31:0] wd3;
  output [31:0] rd1, rd2;
  reg [31:0] mem[0:31];
  integer i;
  initial begin
    for (i = 0; i < 32; i = i + 1) begin
      mem[i] = 0;
   	end
  end
  assign rd1 = mem[a1];
  assign rd2 = mem[a2];
  always @ (posedge clk) begin
    if (we3) mem[a3] = wd3;
  end
endmodule
[flow/run.sh]
#!/bin/bash
# OpenROAD 26Q1-2900-gdf79404cd8, Yosys 0.63+post, stock flow scripts
make -C /OpenROAD-flow-scripts/flow DESIGN_CONFIG=/design/flow/config.mk WORK_HOME=/design/flow/orfs finish
[flow/config.mk]
export PLATFORM = sky130hd
export DESIGN_NAME = register_file
export DESIGN_NICKNAME = register_file
export VERILOG_FILES = /design/flow/design.v
export SDC_FILE = /design/flow/constraint.sdc
export NUM_CORES = 4
export LEC_CHECK = 1
export CORE_UTILIZATION = 50
[flow/constraint.sdc]
current_design register_file

set clk_period 8.5
set clk_io_pct 0.2

create_clock -name clk0 -period $clk_period [get_ports {clk}]

set non_clock_inputs [all_inputs -no_clocks]
set_input_delay [expr $clk_period * $clk_io_pct] -clock clk0 $non_clock_inputs
set_output_delay [expr $clk_period * $clk_io_pct] -clock clk0 [all_outputs]
==> out/metrics.cfg <==
[run_status]
status=completed

[logic_synthesis]
top_cells_by_area=edfxtp_1, mux2i_1, a22oi_1
yosysWarningCount=1
syn_area_sq_um=48790
synth-simple-area-share_pct=4.714
ys_types=23
synth-edff-count=1024
top_area_cell=edfxtp_1
ys_seq_share_pct=63.03
ys_cells=3386
xor_share_pct=0
synth_cells=3386
ys_async_sr_fraction_pct=0
synthFlopType=edfxtp_1
ys_sh_adder_pct=0
synth.logic.top_family=multiplexers
yosysChipArea_sq_um=48790
mux_share_pct=21.01
synth_flops=1024
synth-compound-area-share_pct=8.042
synth.avg_cell_area_sq_um=14.41
netlist.area_leader.share_pct=63.03

[detailed_routing]
routed_wl_microns=156800
viasPerCell=6.477
drtIter0Drc=2328
avgRoutedWirePerCell_microns=32.41
ant_nets=0
drc_errors=0
first_pass_iters=5
vias=31342

[setup_path]
required_ps=6800
critPathArrivalTime_ps=4780
crit_type=in -> out
crit_path_end_kind=output pin
start_kind=input pin
crit_fanout=73

[global_route]
antenna_found_initial=2
grt_pass1_vias=32911
track_usage_pct=34.95
grt_start_max_net_pins=107
grt.overflow.total=0
grt_pass1_wl_microns=224000

[final_timing]
final.min_clock_period_ps=6481
rsz0062_at_grt=no
tns_ps=0
slew_viol_final=0
setup_viol=0
fin_crit_sh_pct=76.25
hold_viol_final=0
max_freq_ghz=0.1543
slew_headroom_pct=19.02
worst_slew_pin_slew_ps=1212

[die]
die_area_sq_um=98830
rows=114
die_x_microns=314.4
fp_util_pct=50.45
fp.coreArea_sq_um=96710
die_h_microns=314.4
num_io_pins=113

[power_and_ir_drop]
cellLeakagePower_nw=20.17
worst_ir_drop_vdd_uv=148.2
total_power_w=0.01141
p_per_area_nw_per_um2=207.8

[clock_tree]
cts_htree_levels=3
clk_pin_slew_ps=60
clkSinkCount=1024
cts_root_buffer=clkbuf_16
cts_buffer_depth=3
cts_resized=0
holdBufCountCts=0
post_cts_buffers=0
cts-buffers-inserted=109
cts_tree=built

[min_path]
hold_class=in -> reg
min_path_cells=2

[final_layout]
syn_to_final_growth_pct=12.47
largest_register_ffs=1024
fillers=7330
seqCellArea_sq_um=30750
stdcell_count=4839
layout-drive-gt1-share_pct=9.012
post-route-util_pct=56.74
comb_area_sq_um=16780
layout_top_cells=mux2i_1, edfxtp_1, nand3_1

[job]
warnings=32
maxCapViolations=0

[placement]
io_buffers=112
place_congestion=0.8831
dp_cells=4635
dp_hpwl_microns=83440

-- layout make-up --
class	instances	area share, %
Sequential cell	1024	56.04
Multi-Input combinational cell	2109	30.58
Clock buffer	131	5.199
Timing Repair Buffer	226	4.031
Tap cell	1276	2.909
Clock inverter	72	1.245
Antenna cell	1	0.004560
-- report_power, final --
part | total, W | internal [W] | switching [W]
logic | 0.00105 | 0.000391 | 0.000661
registers | 0.00564 | 0.00562 | 0.0000245
clock network | 0.00471 | 0.00277 | 0.00194
total | 0.0114 | 0.00878 | 0.00262
-- cell usage after synthesis (3+ instances only) --
cell type	number
mux2i_1	1024
clkbuf_1	86
buf_4	47
nand3b_1	5
a22oi_1	192
or3b_2	3
nand2_1	195
nor2_1	35
a31oi_1	64
a22o_1	128
nand2b_1	4
nor2b_1	4
clkbuf_4	4
edfxtp_1	1024
buf_2	70
nor3_1	64
nand3_1	194
buf_6	45
a21oi_1	192
-- critical path, cell delays in order --
cell and delay, ps:
clkdlybuf4s50_1 540, nor2_4 730, buf_12 500, a22oi_1 190, a31oi_1 330, nand3_1 230
clkdlybuf4s50_1 460
-- through the flow --
stage | setup WS, ps | hold WS (ps) | area, sq um
floorplan | 4041 | 1799 | 48790
detailed placement | 2031 | 2535 | 51340
finish | 2019 | 1833 | 54880
CTS | 2031 | 1807 | 54870
global placement | 2099 | 2535 | 51340
global route | 1890 | 1856 | 54870
-- metal layers --
| metal | GRT usage [%] | vias to the layer above | wire, microns |
|---|---|---|---|
| li1 | - | 13568 | - |
| met1 | 44.49 | 15249 | 53110 |
| met2 | 48.98 | 2136 | 69820 |
| met3 | 24.91 | 377 | 26740 |
| met4 | 11.29 | 12 | 6841 |
| met5 | 2.660 | - | 314 |
-- final timing paths --
kind	from	to	slack (ps)
max	a2[2]	rd2[4]	2020
min	wd3[26]	mem[19][26]$_DFFE_PP_	1830
-- cell families after synthesis --
logic type,count (synthesis)
flops,1024
mux,1024
simple gates,509
compound gates,576
buf+inv,253
